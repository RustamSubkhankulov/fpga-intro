==> run.sh <==
#!/bin/bash
# OpenROAD 26Q1-2900-gdf79404cd8, Yosys 0.63+post, stock flow scripts
make -C /OpenROAD-flow-scripts/flow DESIGN_CONFIG=/design/flow/config.mk WORK_HOME=/design/flow/orfs finish
==> config.mk <==
export PLATFORM = sky130hd
export DESIGN_NAME = neg
export DESIGN_NICKNAME = neg
export VERILOG_FILES = /design/flow/design.v
export SDC_FILE = /design/flow/constraint.sdc
export NUM_CORES = 4
export LEC_CHECK = 1
export CORE_AREA = 10 10 70 70
export DIE_AREA = 0 0 80 80
==> constraint.sdc <==
current_design neg

set clk_period 9.5
set clk_io_pct 0.2

create_clock -name clk0 -period $clk_period

set non_clock_inputs [all_inputs -no_clocks]
set_input_delay [expr $clk_period * $clk_io_pct] -clock clk0 $non_clock_inputs
set_output_delay [expr $clk_period * $clk_io_pct] -clock clk0 [all_outputs]
==> design.v <==
module neg(
    input [31:0]x,
    output [31:0]minus_x
);
assign minus_x = ~x + 1;
endmodule
==> impl_metrics.env <==
# physical design summary
export IMPL_antenna_cells=0
export IMPL_dr_pass1_iters=2
export IMPL_grt_first_pass_wirelength_um=4020
export IMPL_hold_path_depth=2
export IMPL_cts_resized=0
export IMPL_finish_utilization=0.385
export IMPL_warning_count=32
export IMPL_regArea_um2=0
export IMPL_crit_arrival_ns=4.32
export IMPL_core_um2=3420
export IMPL_gp_congestion=0.755
export IMPL_ff_count=0
export IMPL_io_pins=64
export IMPL_hold_path_startpoint="x[0]"
export IMPL_start_kind="primary input"
export IMPL_lay_top_cells="64 x clkdlybuf4s50_1, 25 x xnor2_1, 9 x nor3_1, 8 x nor4_1, 7 x nor2_1"
export IMPL_ant_nets=0
export IMPL_die_area_um2=6400
export IMPL_cap_violations=0
export IMPL_grt_overflow=0
export IMPL_route_detailed_drc=0
export IMPL_cp_end_kind="output port"
export IMPL_critPathMaxFanout=10
export IMPL_maxSlewViolCount=0
export IMPL_p_sw_uw=13.1
export IMPL_hold_buffers=0
export IMPL_fp_dieW_um=80
export IMPL_seq_area_frac_synth=0
export IMPL_p_leak_uw=0.000405
export IMPL_nClkBuffers=0
export IMPL_grt_max_degree=11
export IMPL_vias_per_cell=4.23
export IMPL_ys_cells=83
export IMPL_wire_per_inst_um=13.2
export IMPL_cellPowerDensity_nw_per_um2=32.6
export IMPL_synth_area_um2=637
export IMPL_avgSynthCellArea_um2=7.67
export IMPL_ir_drop_v=0.0000144
export IMPL_period_used=0.654
export IMPL_setup_tns_ns=0
export IMPL_fin_crit_ns=6.22
export IMPL_fp_row_count=21
export IMPL_comb_power_share=1.000
export IMPL_die_h_um=80
export IMPL_p_int_uw=29.8
export IMPL_routed_wl_um=2530
export IMPL_grt_total_usage=0.0753
export IMPL_worst_pin_slew_ns=0.739
export IMPL_min_delay_worst_endpoint="minus_x[0]"
export IMPL_place_hpwl_um=2260
export IMPL_post_cts_repair_setup_buffers=0
export IMPL_required_ns=7.60
export IMPL_initial_utilization=0.186
export IMPL_grt_pass1_vias=859
export IMPL_area_leaders="xnor2_1 34%, nor4_1 7.9%, nor4_2 7.9%, nor3_1 7.1%, xor2_1 6.9%"
export IMPL_top_cell_area_share=0.344
export IMPL_dr_first_iter_drc_count=13
export IMPL_rsz0062_at_grt="no"
export IMPL_setup_worst_path_class="in -> out"
export IMPL_pwr_share_clk=0
export IMPL_synth_area_leader_cell="xnor2_1"
export IMPL_synth_cell_types=21
export IMPL_num_vias=807
export IMPL_relSlewSlack=0.503
export IMPL_syn_instance_count=83
export IMPL_netSwitchingFraction=0.304
export IMPL_hold_class="in -> out"
export IMPL_io_buffers=64
export IMPL_seqPwrFrac=0
export IMPL_area_growth_pct=107
export IMPL_max_freq_mhz=161
export IMPL_setup_violations_final=0
export IMPL_status="finished, final reports clean"
export IMPL_yosysWarnings=0
export IMPL_ys_area_um2=637
export IMPL_lay_top_count="clkdlybuf4s50_1"
export IMPL_antenna_found_initial=0
export IMPL_final_hold_viol_count=0
export IMPL_drive_gt1_frac=0.0621
==> logic make-up (layout without fill, tap and decap cells) <==
logic type / count (synthesis) / after routing / synth area share
and+or+nand+nor: 48 / 48 / 0.527
buffers and inverters: 4 / 66 / 0.0413
xor gates and xnor gates: 30 / 30 / 0.413
adders and majority gates: 1 / 1 / 0.0196
==> stage by stage <==
step                cells  setup slack [ns]  hold WS (ns)  power (µW)  cell area [µm²]
floorplan              83              4.44          3.82        8.34              637
detailed placement    191              3.24          4.68        43.4             1320
global placement      191              3.25          4.67        43.0             1320
global route          191              3.00          4.75        46.9             1320
finish                191              3.28          4.67        42.9             1320
CTS                   191              3.24          4.68        43.7             1320
==> synthesized netlist by cell type <==
library cell,n
nor4_4,1
buf_4,1
nor4_2,4
nand3b_4,1
nand3_1,1
or4_4,1
inv_1,2
ha_1,1
nand2_1,4
nor3_1,9
nor2b_1,1
nor3b_1,1
xnor2_1,25
nor4_1,8
or3_1,5
nand2b_1,1
nor2_1,7
xor2_1,5
or4_1,2
buf_6,1
nand4_2,2
==> worst max-delay path by stage <==
stage | from | end | slack [ns]
after CTS | x[2] | minus_x[19] | 3.24
after global routing | x[5] | minus_x[19] | 3.00
final | x[2] | minus_x[29] | 3.28
==> power by group through the flow <==
stage | Sequential [µW] | Combinational, µW | Clock, µW
4_1_cts | 0 | 43.7 | 0
5_1_grt | 0 | 46.9 | 0
6_report | 0 | 42.9 | 0
==> critical path, stage by stage <==
cell             delay, ns
clkdlybuf4s50_1       0.47
nor3_1                0.55
nand4_2               0.40
nor3_1                0.35
xnor2_1               0.16
clkdlybuf4s50_1       0.49
==> layer usage <==
layer  part of all wire  track usage  wire length [µm]
met1               0.42       0.0916              1070
met2               0.42        0.119              1070
met3               0.15       0.0443               385
met4                  0            0                 0
met5                  0            0                 0
==> cell type report <==
class                           count  area [µm²]
Fill cell                         342        2100
Inverter                            2        7.51
Multi-Input combinational cell     79         611
Tap cell                           46        57.6
Timing Repair Buffer               64         641
Power is estimated from default activity; no workload was simulated.
