<file path="/design/flow/design.v">
module alu(
    input wire [31:0]reg_source1,
    input wire [31:0]reg_source2,
    input wire [31:0]imm_source,
    input wire imm,
    input wire [2:0]funct3,
    input wire [6:0]funct7,
    output reg [31:0]res
);
reg signed [31:0]source1_signed = 0;
reg [31:0]source1  = 0;
reg signed [31:0]source2_signed = 0;
reg [31:0]source2  = 0;
initial res = 0;
always @(*) begin    
    source1_signed = reg_source1;
    source1        = reg_source1;
    source2_signed = (imm)? imm_source : reg_source2;
    source2        = (imm)? imm_source : reg_source2;
    case(funct3)
        3'b000: res = (!imm && funct7 == 32'h20)? source1 - source2 : source1 + source2;
        3'b001: res = reg_source1 << ((imm)? imm_source[4:0] : reg_source2);
        3'b010: res = (source1_signed < source2_signed);
        3'b011: res = (source1 < source2);
        3'b100: res = source1 ^ source2;
        3'b101: res = (funct7 == 32'h20)? (source1 >>> source2) : (source1 >> source2);
        3'b110: res = source1 | source2;
        3'b111: res = source1 & source2;
    endcase
end
endmodule
module control(
    input wire [31:0]instr,
    input wire [31:0]alu_result,
    output reg [1:0]imm_type,
    output reg rf_we,
    output reg alu_imm,
    output reg [2:0]alu_funct3,
    output reg [6:0]alu_funct7,
    output reg mem_we,
    output wire [1:0]mem_access_width,
    output reg halt,
    output reg branch_taken,
    output reg jump,
    output reg jump_reg
);
wire [6:0]opcode = instr[6:0];
assign mem_access_width = instr[13:12];
initial begin
    halt = 1'b0;
end
wire [2:0]funct3 = instr[14:12];
always @(instr) begin
    rf_we        = 1'b0;
    mem_we       = 1'b0;
    jump         = 1'b0;
    jump_reg     = 1'b0;
    branch_taken = 1'b0;
    imm_type   = 2'h0;    
    alu_funct3 = instr[14:12];
    alu_funct7 = instr[31:25];
    case (opcode)
        7'b0010011: begin
            rf_we   = 1'b1;
            imm_type   = 2'h0;
            alu_imm = 1'b1;
        end
        7'b0110011: begin
            rf_we   = 1'b1;
            alu_imm = 1'b0;
        end
        7'b0100011: begin
            imm_type = 2'h1;
            alu_imm  = 1'b1;
            mem_we   = 1'b1;
            alu_funct3 = 3'b0;  
            alu_funct7 = 7'b0;
        end
        7'b1100011: begin
            imm_type = 2'h2;
            alu_imm = 1'b0;
            alu_funct3 = 3'b100;  
            case (funct3)
                3'b000: branch_taken = (alu_result == 0);
                3'b001: branch_taken = (alu_result != 0);
                default: halt = 1'b1;
            endcase
        end
        7'b1101111: begin  
            imm_type = 3'h3;
            rf_we   = 1'b1;
            alu_imm = 1'b0;
            jump    = 1'b1;
        end
        7'b1100111: begin  
            imm_type = 3'h3; 
            rf_we    = 1'b1;
            alu_imm  = 1'b0;
            jump_reg = 1'b1;
        end
        7'b1110011: begin
            halt = 1'b1;
        end
        default: ;
    endcase
end
endmodule
module core(
    input wire clk,
    input wire [31:0]instr_data,
    input wire [31:0]last_pc,
    output wire [31:0]instr_addr
);
wire [31:0]instr = instr_data;
reg [31:0]pc = 32'h0;
wire branch_taken;
wire [31:0]branch_target = pc + imm32_div_4;
wire [31:0]jump_target = pc + imm32_div_4;
wire [31:0]jump_reg_target = rf_rdata0 + imm32_div_4;
wire [31:0]pc_target = (branch_taken)? branch_target : 
                       (jump)? jump_target : 
                       (jump_reg)? jump_reg_target : pc + 1;
wire [31:0]pc_next = (pc == last_pc) ? pc : pc_target;
wire halt;
always @(posedge clk) begin
    if (!halt) begin
        pc = pc_next;
    end
end
assign instr_addr = pc_next;
wire [4:0]rd = instr[11:7];
wire [4:0]rs1 = instr[19:15];
wire [4:0]rs2 = instr[24:20];
wire [4:0]rf_raddr0 = rs1;
wire [4:0]rf_raddr1 = rs2;
wire alu_imm;
wire [1:0]imm_type;
wire [2:0]alu_funct3;
wire [6:0]alu_funct7;
wire mem_we;
wire [1:0]mem_access_width;
wire jump;
wire jump_reg;
control control(
    .instr(instr),
    .alu_result(alu_result),
    .imm_type(imm_type),
    .rf_we(rf_we),
    .alu_imm(alu_imm), .alu_funct3(alu_funct3), .alu_funct7(alu_funct7),
    .mem_we(mem_we), .mem_access_width(mem_access_width),
    .halt(halt),
    .branch_taken(branch_taken),
    .jump(jump),
    .jump_reg(jump_reg)
);
wire [31:0]imm32;
wire [31:0]imm32_div_4 = imm32 >> 2;
imm imm(.instr(instr), .imm_type(imm_type), .imm32(imm32));
wire [31:0]alu_result;
alu alu(
    .reg_source1(rf_rdata0), .reg_source2(rf_rdata1),
    .imm_source(imm32),
    .imm(alu_imm),
    .funct3(alu_funct3), .funct7(alu_funct7),
    .res(alu_result)
);
wire [31:0]rf_rdata0;
wire [31:0]rf_rdata1;
wire [31:0]rf_wdata = (jump)? pc + 1 : alu_result;
wire [4:0]rf_waddr = rd;
wire rf_we;
regf regf(
    .clk(clk),
    .raddr0(rf_raddr0), .rdata0(rf_rdata0),
    .raddr1(rf_raddr1), .rdata1(rf_rdata1),
    .waddr(rf_waddr), .wdata(rf_wdata), .we(rf_we)
);
mem_ctl mem_ctl(
    .clk(clk),
    .addr(alu_result),
    .data(rf_rdata1),
    .we(mem_we),
    .access_width(mem_access_width)
);
endmodule
module imm(
  input wire [31:0]instr,
  input wire [1:0]imm_type,
  output wire [31:0]imm32 
);
assign imm32 =   (imm_type == 2'h0)? 
                {{20{instr[31]}},instr[31:20]} :
                 (imm_type == 2'h1)? 
                {{20{instr[31]}},instr[31:25],instr[11:7]} :
                 (imm_type == 2'h2)? 
                {{20{instr[31]}},instr[7],instr[30:25],instr[11:8],1'b0} :
                {{13{instr[31]}},instr[19:12],instr[20],instr[30:21],1'b0}; 
endmodule
module mem_ctl(
    input wire clk,
    input wire [31:0]addr,
    input wire [31:0]data,
    input wire we,
    input wire [1:0]access_width
);
reg [31:0] value = 0;
always @(posedge clk) begin
    if (we) begin
        case(access_width)
            3'b00: value = {24'b0, data[7:0]};
            3'b01: value = {16'b0, data[15:0]};
            3'b10: value = data;
        endcase
        $display("[%h] <- %h \n", addr, value);
    end
end
endmodule
module regf(
    input wire clk,
    input wire [4:0]raddr0,
    input wire [4:0]raddr1,
    input wire we,
    input wire [4:0]waddr,
    input wire [31:0]wdata,
    output wire [31:0]rdata0,
    output wire [31:0]rdata1
);
wire [31:0]x[31:0];
assign x[0] = 32'h0;
reg [31:0]registers[30:0];
generate
    genvar i;
    for (i = 1; i < 32; i = i + 1) begin: reg_init
        initial
            registers[i-1] = 32'h0;
    end
    for (i = 1; i <= 31; i = i + 1) begin
        assign x[i] = registers[i-1];
    end
endgenerate
assign rdata0 = x[raddr0];
assign rdata1 = x[raddr1];
always @(posedge clk) begin
    if (we && waddr) begin
        registers[waddr-1] <= wdata;
    end
end
endmodule
</file>
<file path="/design/flow/run.sh">
#!/bin/bash
# OpenROAD 26Q1-2900-gdf79404cd8, Yosys 0.63+post, stock flow scripts
make -C /OpenROAD-flow-scripts/flow DESIGN_CONFIG=/design/flow/config.mk WORK_HOME=/design/flow/orfs finish
</file>
<file path="/design/flow/config.mk">
export PLATFORM = sky130hd
export DESIGN_NAME = core
export DESIGN_NICKNAME = core
export VERILOG_FILES = /design/flow/design.v
export SDC_FILE = /design/flow/constraint.sdc
export NUM_CORES = 4
export LEC_CHECK = 1
export CORE_UTILIZATION = 30
</file>
<file path="/design/flow/constraint.sdc">
current_design core

set clk_period 43.7
set clk_io_pct 0.2

create_clock -name clk0 -period $clk_period [get_ports {clk}]

set non_clock_inputs [all_inputs -no_clocks]
set_input_delay [expr $clk_period * $clk_io_pct] -clock clk0 $non_clock_inputs
set_output_delay [expr $clk_period * $clk_io_pct] -clock clk0 [all_outputs]
</file>
==> impl_metrics.csv <==
group,metric,value,unit
clock_network,cts_root_buffer,"clkbuf_16",
cells_and_area,finalInstanceArea,69170,sq um
final_timing,setup_viol,0,
floorplan,die_x,447.2,um
routing,antenna_left,0,
floorplan,coreArea,197200,sq um
clock_network,cts_tree,"yes",
setup_path,r2r_end,"pc[12]",
synthesis,syn_area_per_cell,10.97,sq um
routing,vias,56320,
setup_path,regToRegSetupSlack,34.28,ns
clock_network,clk_pin_slew,0.06,ns
global_route,grt_first_pass_wirelength,476800,um
setup_path,worstSetupStartpoint,"instr_data[19]",
clock_network,clk_path_buf_depth,3,
global_route,grt_util_met3,28.18,%
final_timing,fin_hold_ws,0.7507,ns
routing,dr.pass1.iters,13,
clock_network,cts_buffers,112,
floorplan,rows,163,
global_route,top_usage_layer,"met2",
synthesis,yosysWarnings,5,
clock_network,cts_setup_buffers,0,
final_timing,unclocked_regs,2,
setup_path,crit_arrival,19.98,ns
setup_path,worst-setup-path-type,"in -> out",
clock_network,htree_levels,3,
synthesis,syn_inst,5421,
setup_path,reg2reg_from,"regf.registers[26][0]",
routing,drtIter0Drc,7009,
routing,post-route-drc-count,0,
final_timing,untimed_endpoints,33,
synthesis,syn_area,59460,sq um
power_and_ir_drop,powerDensity,39.39,nW/um^2
worst_hold_path,hp-class,"reg -> reg",
global_route,grt_use_met2,50.30,%
placement,port-buffer-count,96,
synthesis,ys_types,105,
final_timing,finalCriticalPeriod,28.72,ns
final_timing,finalMaxSlewViolations,0,
final_timing,skew,0.08142,ns
synthesis,ys.flops,1026,
power_and_ir_drop,ir_worst_vdd,41.29,uV
synthesis,yosys_area,59460,sq um
setup_path,crit_top_cell,"buf_4",
floorplan,die_area,200000,sq um
placement,place_hpwl,236000,um
global_route,grt_max_degree,111,
setup_path,worst-path-max-fanout,48,
synthesis,synthArstFlopShare,0,%
synthesis,synthFlopType,"edfxtp_1",
flow_run,warnings,90,
flow_run,max-cap-violations,0,
final_timing,slew_headroom,24.60,%
routing,routed_wl,359000,um
final_timing,fmax,34.82,MHz
placement,place_congestion,1.077,
global_route,grt_util_met1,39.02,%
synthesis,ys_cells,5421,
power_and_ir_drop,p_leak,25.84,nW
cells_and_area,nFillCells,19230,
worst_hold_path,hold_path.startpoint,"pc[31]",
cells_and_area,areaGrowthSynthToFinish,16.33,%
global_route,antenna_found_initial,33,
global_route,grt_usage,37.03,%
clock_network,cts_hold_buf,0,
setup_path,cp_data_required_time,34.96,ns
final_timing,setup_tns,0,ns
setup_path,cp-start-kind,"input pin",
setup_path,worstRegToRegCells,27,
setup_path,worstSetupEndpointType,"primary output",
final_timing,finalHoldViolCount,0,
floorplan,pin_count,97,
routing,wl_per_cell,43.21,um
final_timing,timing.final.crit_share,65.71,%
setup_path,critPathCapture,"instr_addr[12]",
floorplan,die_h,447.2,um
routing,viasPerCell,6.778,
setup_path,max_stage_delay,0.85,ns
placement,dpl_cell_area,65140,sq um
final_timing,rsz0062_at_grt,"false",
clock_network,clk_latency,0.82,ns
global_route,grt.overflow.total,0,
synthesis,edf_count,1024,
cells_and_area,drive_above_1_share,12.94,%
final_timing,worst_slew_pin_slew,1.102,ns
global_route,grt_pass1_vias,55010,
status,status,"completed",
setup_path,crit_slowest_cell,"a2111oi_0",
floorplan,fp_util,30.15,%
clock_network,cts_resized,0,
[power breakdown]
| group | internal [mW] | switching [mW] | total (mW) |
|---|---|---|---|
| clock | 0.589 | 0.436 | 1.03 |
| sequential | 1.12 | 0.00727 | 1.13 |
| combinational | 0.159 | 0.411 | 0.570 |
| total | 1.87 | 0.854 | 2.72 |
[kinds of logic (layout without fill, tap and decap cells)]
kind of cell / Yosys count / in the layout / synth area share, %
buffers and inverters: 539 / 737 / 3.741
AOI/OAI and AO/OA: 1418 / 1418 / 17.77
DFF: 1024 / 1024 / 51.71
latches: 2 / 2 / 0.05050
muxes: 135 / 135 / 2.420
and+or+nand+nor: 1998 / 1998 / 18.76
adders and majority gates: 161 / 161 / 3.438
xor gates and xnor gates: 143 / 143 / 2.106
other: 1 / 51 / 0.006306
[layout make-up]
class                           instances  area (sq um)  share of cell area, %
Tap cell                             2640          3303                  4.775
Timing Repair Buffer                  411          3323                  4.804
Inverter                              117         439.2                 0.6349
Multi-Input combinational cell       3856         27290                  39.45
Sequential cell                      1026         30780                  44.50
Clock inverter                         78          1017                  1.471
Clock buffer                          131          2895                  4.186
Antenna cell                           50         125.1                 0.1809
[layer usage]
| metal | vias up | wire, um |
|---|---|---|
| met2 | 5461 | 147000 |
| met1 | 27030 | 114300 |
| li1 | 22030 | - |
| met5 | - | 2231 |
| met3 | 1734 | 64610 |
| met4 | 57 | 30920 |
[worst min path at each step]
stage         to  slack [ns]  cells after the start
4_1_cts   pc[31]        0.76                      1
5_1_grt   pc[31]        0.80                      1
6_report  pc[31]        0.75                      1
[state kept, by name (all words and copies together) (netlist names)]
register / flops
regf.registers: 992
control.halt: 1
control.alu_imm: 1
pc: 32
[cell usage after synthesis, types with 28 or more instances]
| library cell | number | area (sq um) |
|---|---|---|
| a221oi_1 | 75 | 656.9 |
| xor2_1 | 35 | 306.5 |
| nor3_1 | 103 | 515.5 |
| clkbuf_1 | 306 | 1149 |
| nand3b_1 | 28 | 210.2 |
| buf_2 | 74 | 370.4 |
| inv_1 | 113 | 424.2 |
| a22oi_1 | 402 | 3018 |
| mux2i_1 | 116 | 1161 |
| nand2b_1 | 30 | 187.7 |
| and3_1 | 751 | 4698 |
| xnor2_1 | 108 | 945.9 |
| nand3_1 | 151 | 755.7 |
| nand4_1 | 152 | 950.9 |
| a32oi_1 | 61 | 534.3 |
| a21oi_1 | 190 | 950.9 |
| a2111oi_0 | 222 | 1944 |
| edfxtp_1 | 1024 | 30750 |
| nand2_1 | 248 | 930.9 |
| or3_1 | 29 | 181.4 |
| ha_1 | 157 | 1964 |
| nor2_1 | 301 | 1130 |
| o21ai_0 | 121 | 605.6 |
| a21o_1 | 34 | 255.2 |
| a211oi_1 | 30 | 225.2 |
[critical path: cells and delay by family]
family | cells | cell delay, ns
fa+ha+maj | 1 | 0.28
buf+inv | 7 | 2.53
simple gates | 10 | 4.14
compound gates | 10 | 3.80
mux | 1 | 0.33
[cell usage in the layout, fill, tap and decap left out, types with 24 or more instances in the layout]
cell type / netlist / routed
a2111oi_0: 222 / 222
a211oi_1: 30 / 30
a21o_1: 34 / 34
a21oi_1: 190 / 177
a221oi_1: 75 / 75
a22oi_1: 402 / 402
a32oi_1: 61 / 61
and3_1: 751 / 750
buf_4: 17 / 314
clkbuf_16: 0 / 113
clkdlybuf4s50_1: 0 / 93
diode_2: 0 / 50
edfxtp_1: 1024 / 1024
ha_1: 157 / 157
inv_1: 113 / 113
mux2i_1: 116 / 105
nand2_1: 248 / 247
nand2b_1: 30 / 30
nand3_1: 151 / 151
nand3b_1: 28 / 28
nand4_1: 152 / 152
nor2_1: 301 / 214
nor2_2: 0 / 28
nor2_4: 0 / 59
nor3_1: 103 / 100
nor4_1: 24 / 24
o21ai_0: 121 / 113
o22ai_1: 27 / 27
or3_1: 29 / 28
or4_1: 25 / 25
xnor2_1: 108 / 108
xor2_1: 35 / 35
[per-stage QoR]
step	util (%)	worst slack (ns)	cells	power, mW
after floorplan	-	19.43	5421	1.438
after global placement	33.03	15.46	8050	1.695
after detailed placement	33.03	15.41	8050	1.692
after CTS	35.01	15.33	8259	2.698
after global routing	35.03	14.68	8270	2.778
final	35.08	14.98	8309	2.724
Power and IR drop assume default switching activity.
