===== design/flow/constraint.sdc =====
current_design dfa

set clk_period 1.5
set clk_io_pct 0.2

create_clock -name clk0 -period $clk_period [get_ports {clk}]

set non_clock_inputs [all_inputs -no_clocks]
set_input_delay [expr $clk_period * $clk_io_pct] -clock clk0 $non_clock_inputs
set_output_delay [expr $clk_period * $clk_io_pct] -clock clk0 [all_outputs]

===== design/flow/config.mk =====
export PLATFORM = sky130hd
export DESIGN_NAME = dfa
export DESIGN_NICKNAME = dfa
export VERILOG_FILES = /design/flow/design.v
export SDC_FILE = /design/flow/constraint.sdc
export NUM_CORES = 4
export LEC_CHECK = 1
export CORE_AREA = 10 10 70 70
export DIE_AREA = 0 0 80 80

===== design/flow/run.sh =====
#!/bin/bash
# OpenROAD 26Q1-2900-gdf79404cd8, Yosys 0.63+post, stock flow scripts
make -C /OpenROAD-flow-scripts/flow DESIGN_CONFIG=/design/flow/config.mk WORK_HOME=/design/flow/orfs finish

===== design/flow/design.v =====
module dfa(
  input wire clk,
  input wire in1,
  input wire in2,
  input wire in5,
  output reg out1 = 0,
  output reg out2 = 0,
  output reg out2x2 = 0,
  output reg soda = 0
);
reg [2:0]S = 0;
always @(posedge clk) begin
  S[0] <= (~S[2] & ~S[0] &  in1) 
        | (~S[1] &  S[0] & ~in1 & ~in5) 
        | ( S[1] &  S[0] & ~in1 & ~in2 & ~in5);
  S[1] <= (~S[2] & ~S[1] &  in2)
        | (~S[1] &  S[0] &  in1 & ~in2 & ~in5)
        | (S[1]  & ~S[0] & ~in2 & ~in5)
        | (S[1]  &  S[0] & ~in1 & ~in2 & ~in5);
  S[2] <= (S[1] & ~S[0]  & in2)
        | (S[1] &  S[0]  & in1)
        | (S[2] & ~in1 & ~in2 & ~in5);
  out1 <= (S[0] & in5) | (S[2] & in2);
  out2 <= S[1] & in5;
  out2x2 <= S[2] & in5;
  soda <= in5 | (S[2] & (in1|in2)) | S[0] & S[1] & in2;
end
endmodule

==> results.json <==
{
  "synth.avg_cell_area_um2": 10.5,
  "clk_latency_ns": 0.25,
  "critPathBufInv": 1,
  "numSynthFlops": 7,
  "yosysCellCount": 24,
  "clk_pin_slew_ns": 0.05,
  "clockBufferDepth": 2,
  "syn_inst": 24,
  "drt_iter0_drc": 8,
  "rows": 21,
  "tightest_slew_ns": 0.212,
  "fin_skew_ns": 0.00183,
  "reg2reg_slack_ns": 0.59,
  "fin_setup_tns_ns": 0,
  "min_path_type": "reg2reg",
  "dieArea_um2": 6400,
  "postCtsResizedCells": 0,
  "worstPathCellList": "clkdlybuf4s50_1",
  "cp_data_arrival_time_ns": 1.02,
  "die_h_um": 80,
  "grt_pass1_vias": 217,
  "drive_above_1_share_pct": 17.1,
  "clockRootBuffer": "clkbuf_4",
  "hold_viol": 0,
  "setup_viol": 0,
  "ios": 8,
  "whs_path_depth": 1,
  "grt.total_usage_pct": 1.88,
  "leakage_uw": 0.000141,
  "ff2ff_path_depth": 3,
  "antenna-diode-count": 0,
  "wl_per_cell_um": 6.93,
  "slew_viol_final": 0,
  "hold_path_end": "out2x2$_DFF_P_",
  "status": "finished, final reports clean",
  "grt_max_degree": 8,
  "drc": 0,
  "fmax_mhz": 760,
  "io_buffers": 7,
  "relSlewSlack_pct": 85.8,
  "post-cts-setup-buffers": 0,
  "openroad.warnings": 25,
  "synthDistinctLibCells": 15,
  "first_pass_iters": 3,
  "max_cap_violations": 0,
  "gp_congestion": 0.772,
  "slowest_stage": "clkdlybuf4s50_1",
  "dp_slack_ns": 0.0912,
  "cts_hold_buf": 0,
  "finalNonFillerCells": 81,
  "yosys_area_um2": 253,
  "clock-sinks": 7,
  "start_kind": "register",
  "required_ns": 1.20,
  "dp_hpwl_um": 428,
  "dpl.cell_count": 77,
  "drtAntennaViolNets": 0,
  "holdCritStartpoint": "S[2]$_DFF_P_",
  "ir_worst_vdd_mv": 0.167,
  "synthToLayoutAreaGrowth_pct": 60.9,
  "final.min_clock_period_ns": 1.32,
  "rsz0062_at_grt": "no",
  "drt_wl_total_um": 561,
  "n_fill_cell": 395,
  "worst_slack_ns": 0.184,
  "cts_tree": "yes",
  "crit_family": "buffers and inverters",
  "worstSetupPathType": "reg2out",
  "antenna_found_initial": 0,
  "cts-buffers-inserted": 3,
  "vias_per_cell": 2.67,
  "die_x_um": 80,
  "grt_pass1_wl_um": 917,
  "vias": 216,
  "postSynthSeqShare_pct": 55.4,
  "crit_path_end_kind": "output port",
  "syn_area_um2": 253,
  "worstReg2RegStart": "S[0]$_DFF_P_",
  "core_area_um2": 3420,
  "overflow": 0,
  "slowest_delay_ns": 0.46,
  "r2r_end": "S[1]$_DFF_P_",
  "p_per_area_nw_per_um2": 1340,
  "h-tree-depth": 1,
  "period_used_pct": 87.7,
  "yosys_warnings": 1,
  "initial_core_util_pct": 7.40,
  "cp_max_fo": 1
}
## stage by stage
step           power, uW  utilization, %  instance area (um^2)  hold slack [ns]
2_1_floorplan        319               -                   253            0.394
3_3_place_gp         383            11.1                   380            0.544
3_5_place_dp         384            11.1                   380            0.549
4_1_cts              555            11.9                   407            0.558
5_1_grt              587            11.9                   407            0.577
6_report             547            11.9                   407            0.555
## final cells by class
type	instances	area [um^2]	share of cell area, %
Inverter	1	3.75	0.923
Timing Repair Buffer	7	70.1	17.2
Sequential cell	7	140	34.5
Tap cell	46	57.6	14.2
Clock buffer	4	26.3	6.46
Multi-Input combinational cell	16	109	26.8
## synthesized netlist by cell type
library cell	instances	area share [%]
and2_1	2	4.9
inv_2	1	1.5
or3_1	1	2.5
o21bai_1	1	3.0
nor2_1	1	1.5
xor2_1	1	3.5
a22o_1	1	3.5
nor3b_1	1	3.0
a32o_1	1	4.0
dfxtp_1	7	55
a21oi_1	2	4.0
o31ai_2	1	4.9
a31o_2	1	3.5
o21ai_0	1	2.0
nand2_1	2	3.0
## how the worst max path moves through the flow
| stage | from | slack, ns | endpoint | cells after the start |
|---|---|---|---|---|
| final | out2x2$_DFF_P_ | 0.18 | out2x2 | 1 |
| after CTS | out2x2$_DFF_P_ | 0.17 | out2x2 | 1 |
| after global routing | out2x2$_DFF_P_ | 0.14 | out2x2 | 1 |
## report_power, final
group / switching, uW / internal [uW] / leakage (uW)
sequential: 38.5 / 228 / 0.0000582
clock: 67.7 / 101 / 0.0000150
combinational: 33.3 / 77.9 / 0.0000680
## cells in the final DEF, fill, tap and decap left out
cell / n
o21bai_1: 1
a32o_1: 1
a31o_2: 1
o31ai_2: 1
dfxtp_1: 7
and2_1: 2
xor2_1: 1
clkbuf_4: 3
o21ai_0: 1
nand2_1: 2
a21oi_1: 2
a22o_1: 1
clkdlybuf4s50_1: 7
clkbuf_1: 1
or3_1: 1
nor3b_1: 1
inv_2: 1
nor2_1: 1
## state kept, by name (all words and copies together) (netlist names)
| register | cells |
|---|---|
| out2 | 1 |
| soda | 1 |
| S | 3 |
| out2x2 | 1 |
| out1 | 1 |
## layer usage
layer  vias to the layer above  wire length [um]  global-route usage (%)
li1                        109                 -                       -
met3                         0               112                    1.93
met1                        98               235                    1.94
met4                         0                 0                   0.704
met5                         -                 0                       0
met2                         9               213                    2.49
## cell families (layout without fill, tap and decap cells)
kind of cell	count (synthesis)	in the layout	share of synthesized area, %
DFF	7	7	55.4
xor gates and xnor gates	1	1	3.47
buffers and inverters	1	12	1.48
AOI/OAI and AO/OA	8	8	24.8
and+or+nand+nor	7	7	14.9
## worst reg2reg max path, cell delays in order, from the launching register on
cell and delay [ns]:
dfxtp_1 0.41, nand2_1 0.11, xor2_1 0.16, o31ai_2 0.16
Power is estimated from default activity; no workload was simulated.
